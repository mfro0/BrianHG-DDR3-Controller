<file path="run.sh">
#!/bin/bash
# OpenROAD 26Q1-2900-gdf79404cd8, Yosys 0.63+post, stock flow scripts
make -C /OpenROAD-flow-scripts/flow DESIGN_CONFIG=/design/flow/config.mk WORK_HOME=/design/flow/orfs finish
</file>
<file path="config.mk">
export PLATFORM = sky130hd
export DESIGN_NAME = BrianHG_display_rmem
export DESIGN_NICKNAME = BrianHG_display_rmem
export VERILOG_FILES = /design/flow/design.v
export SDC_FILE = /design/flow/constraint.sdc
export NUM_CORES = 4
export LEC_CHECK = 1
export CORE_UTILIZATION = 30
</file>
<file path="constraint.sdc">
current_design BrianHG_display_rmem

set clk_period 16.0
set clk_io_pct 0.2

create_clock -name clk0 -period $clk_period [get_ports {CMD_CLK}]

set non_clock_inputs [all_inputs -no_clocks]
set_input_delay [expr $clk_period * $clk_io_pct] -clock clk0 $non_clock_inputs
set_output_delay [expr $clk_period * $clk_io_pct] -clock clk0 [all_outputs]
</file>
<file path="design.v">
module BrianHG_display_rmem #(
parameter int                       PORT_ADDR_SIZE      = 24 ,   
parameter int                       PORT_VECTOR_SIZE    = 12 ,   
parameter int                       PORT_R_DATA_WIDTH   = 128    
)(
input  logic                        CMD_CLK           ,
input  logic                        reset             ,
input  logic        [2:0]           DISP_pixel_bytes  ,          
input  logic        [31:0]          DISP_mem_addr     ,          
input  logic        [15:0]          DISP_bitmap_width ,          
input  logic        [13:0]          DISP_xsize        ,          
input  logic        [13:0]          DISP_ysize        ,          
input  logic        [13:0]          DISP_xpos         ,          
input  logic        [13:0]          DISP_ypos         ,          
input  logic                        read_busy_in      ,          
output logic                        read_req_out      ,
output logic [PORT_ADDR_SIZE-1:0]   read_adr_out      ,
output logic [PORT_VECTOR_SIZE-1:0] read_line_mem_adr ,
input  logic                        VID_xena_in       ,          
input  logic                        VID_yena_in       ,          
output logic [1:0]                  VID_xpos_out      ,          
output logic                        VID_ypos_out                 
);
localparam   READ_WORD_SIZE   = PORT_R_DATA_WIDTH/8 ;      
localparam   PIXEL_WORD_SHIFT = $clog2(READ_WORD_SIZE) ;   
logic                       VID_xena_in_dl,hs_reset ;
logic [1:0]                 pixel_byte_shift ;
logic [PORT_ADDR_SIZE-1:0]  disp_addr, mem_addr;
logic [11:0]                rast_y;
logic [11:0]                read_count;
logic [11:0]                lb_waddr;
always_comb begin
    hs_reset = VID_xena_in && !VID_xena_in_dl;   
    case (DISP_pixel_bytes) 
            2 : pixel_byte_shift = 1 ;
            4 : pixel_byte_shift = 2 ;
      default : pixel_byte_shift = 0 ;
    endcase
    read_line_mem_adr = PORT_VECTOR_SIZE'(lb_waddr) ;
end  
always_ff @(posedge CMD_CLK) begin 
if (reset) begin               
            VID_xpos_out       <= 0 ;
            VID_ypos_out       <= 0 ;
            read_req_out       <= 0 ;
            read_adr_out       <= 0 ;
            lb_waddr           <= 0 ;
            VID_xena_in_dl     <= 0 ;
            disp_addr          <= 0 ;
            mem_addr           <= 0 ;
            rast_y             <= 0 ;
            read_count         <= 0 ;
    end else begin
    VID_xena_in_dl <= VID_xena_in;
    disp_addr      <= ((DISP_bitmap_width * DISP_ypos + DISP_xpos) << pixel_byte_shift) ;  
    VID_ypos_out   <= !rast_y[0] ;                           
        if (hs_reset) begin                                  
                if (!VID_yena_in) begin                      
                rast_y            <= 0 ;
                read_req_out      <= 0 ;
                VID_xpos_out      <= DISP_xpos[1:0] ;        
                mem_addr          <= PORT_ADDR_SIZE'(DISP_mem_addr + disp_addr) ;
                end else begin
                rast_y                 <= rast_y + 1'b1 ;
                read_req_out           <= 0 ;
                mem_addr               <= mem_addr + (DISP_bitmap_width<<pixel_byte_shift) ;
                read_adr_out           <= mem_addr ;
                lb_waddr               <= 12'((!rast_y[0])<<9) ;                   
                read_count             <= 12'( DISP_xsize >> pixel_byte_shift ) ;  
                end
        end else begin  
                if (!read_busy_in && !read_count[11]) begin      
                                                       read_req_out      <= 1 ;   
                                                       read_count        <= read_count - 1'd1 ;                
                end else                               read_req_out      <= 0 ;   
                if (read_req_out ) begin                                      
                     read_adr_out      <= PORT_ADDR_SIZE'(read_adr_out + READ_WORD_SIZE) ;    
                     lb_waddr          <= lb_waddr + 1'd1 ;                  
                end
        end  
    end  
end  
endmodule
</file>
==> GITHUB_STEP_SUMMARY <==
## Implementation flow summary

| Metric | Value |
|---|---|
| Vias in the first global route | `11800` |
| Commonest Layout Cell | `inv_1` |
| Clock Power Share | `7.2%` |
| Core box area | `46700 um2` |
| Setup bufs post-CTS | `0` |
| XOR/XNOR Area Share | `4.13%` |
| CP max stage delay | `0.85 ns` |
| Pre-Place Util | `30.5%` |
| Crit path max-delay cell type | `clkdlybuf4s50_1` |
| Startpoint types | `input port` |
| Crit path cell chain | `clkdlybuf4s50_1 > and2_1 > fa_1 > inv_1 > fa_1 > inv_1 > fa_1 > fa_1 > fa_1 > inv_1 > fa_1 > inv_1 > ha_1 > a21oi_1 > o221ai_1 > a21oi_1 > a21oi_1 > o31a_1 > a21oi_1 > nor2_1 > nor4b_1 > a21oi_1` |
| Die Y | `220 um` |
| Crit path time final | `9.79 ns` |
| Peak VDD IR | `approximately 150 uV` |
| CTS tree | `done` |
| Adder share | `33.5%` |
| Critical Path Most Common Cell | `fa_1` |
| Gpl congestion | `0.922` |
| Clock root buffer | `clkbuf_16` |
| H-tree depth | `3` |
| Initial antenna violation count | `0` |
| Yosys top cell area share | `23.7%` |
| Die area | `48200 um2` |
| Clock buffer count from CTS | `9` |
| Maximum capacitance violations | `0` |
| Crit Path Category | `in2reg` |
| DR vias | `12200` |
| Vias per std cell | `5.00` |
| IO Port Bufs | `about 130` |
| Final worst-path cycle share | `61.2%` |
| Largest delay share family, worst path | `adder cells` |
| Final HPWL DP | `29.6 mm` |
| RSZ-0062 raised after global routing | `false` |
| Initial DRC count | `790` |
| CTS Hold Bufs | `0` |
| First-pass GRT wire length | `62.2 mm` |
| Ys async rst share | `0%` |
| Clock sink count | `about 100` |
| Element type at the critical path end | `register` |
| # setup viols final | `0` |
| Syn Area/Cell | `about 8.1 um2` |
| Psw | `1570 uW` |
| Ys Warns | `1` |
| Post-CTS sizing | `0` |
| Skew-Pair Late Insertion Delay | `0.34 ns` |
| Fmax | `102 MHz` |
| Pre-Repair DR Iteration Count | `21` |
| Synthesized instance count | `1748` |
| Setup TNS Final | `0 ns` |
| DIE WIDTH | `approximately 220 um` |
| Buffer-and-inverter tally for the worst setup path | `5` |
| Ant. Diodes | `0` |
| Slew Limit Fails | `0` |
| CP required | `16.19 ns` |
| Outcome | `finished clean` |
| Reg power frac | `around a tenth` |
| MUX share of area | `3.52%` |
| Global-route usage over all layers | `16.7%` |
| Synth cell types | `74` |
| Largest net degree at the start of global routing | `57` |
| Ys flop type | `dfxtp_1` |
| Most frequent cells in the layout | `216 x inv_1, 209 x nand2_1, 168 x fa_1` |
| Compound Share, Synth | `15.8%` |
| Area after DPL | `16100 um2` |
| # IOs | `about 150` |
| Slew Limit Headroom | `44.5%` |
| Synthesized area | `14200 um2` |
| Int Pwr | `1540 uW` |
| Logic gate share of total power | `82.3%` |
| Synth area leader | `fa_1` |
| Sequential share of the synthesized area | `roughly 14%` |
| Final Instance Area | `16400 um2` |
| Yosys cell count | `1748` |
| Filler cell count | `roughly 4700` |
| Rows | `79` |
| Leakage Power | `0.00726 uW` |
| Switching part of the total | `roughly half` |
| Fin Hold WS | `approximately 0.46 ns` |
| Critical path fanouts, max | `16` |
| Drc violations | `0` |
| Worst Max-Slew Pin Slew | `0.830 ns` |
| Top logic family | `adder cells` |
| Basic Gates by Area | `approximately a fifth` |
| Logic area | `11000 um2` |
| Clk slew on worst S/H paths | `around 0.07 ns` |
| Area growth syn-to-layout | `15.5%` |
| EDFF count, synth | `0` |
| Synth flops | `about 100` |
| HP Class | `reg2reg` |
| Pwr/cell area | `190 nW/um2` |
| Tool warnings | `about 47` |
| Yosys chip area | `14200 um2` |
| Grt ovf | `0` |
| Routed len/inst | `15.7 um` |
| Sequential cell area | `2040 um2` |
| Arrival time of the worst setup path | `9.98 ns` |
| Final WL | `roughly 38 mm` |
| Final Hold Viols | `0` |
| Layout cell share with drive strength beyond 1 | `under 10%` |
| Longest Clk Path Bufs | `2` |
| Clock Skews | `between 0.007 and 0.008 ns` |
| ANT nets after route | `0` |
| Ranking of synthesized cells by area | `fa_1 24%, dfxtp_1 14%, ha_1 9.9%` |
==> cell families after synthesis <==
logic type | count (synthesis)
simple gates | 606
mux | 41
compound gates | 349
flops | 102
buf+inv | 302
fa+ha+maj | 280
other cells | 1
xor+xnor | 67
==> stage by stage <==
step                utilization, %  cells  total power, uW  setup WS [ns]
floorplan                        -   1748             2370           7.15
global placement              34.6   2421             2890           5.95
detailed placement            34.6   2421             2900           5.94
CTS                           35.2   2437             3150           6.26
global route                  35.2   2437             3550           5.78
finish                        35.2   2437             3110           6.21
==> worst register-to-register path: cells and delay by family, from the launching register on <==
| kind | cells | cell delay, ns |
|---|---|---|
| AOI/OAI and AO/OA | 8 | 1.94 |
| adders and majority gates | 2 | 0.61 |
| buffers and inverters | 1 | 0.07 |
| DFF | 1 | 0.40 |
| and+or+nand+nor | 1 | 0.22 |
==> cell type report <==
class / instances / share of cell area [%]
clock inverter: 3 / 0.267
inverter: 216 / 4.94
sequential: 102 / 12.4
multi-input combinational: 1344 / 67.3
tap: 607 / 4.63
clock buffer: 13 / 1.52
timing repair buffer: 152 / 8.89
==> final timing paths <==
kind	to	slack (ns)	startpoint	depth (start not counted)
min	read_adr_out[3]$_SDFFE_PP0P_	0.46	read_adr_out[3]$_SDFFE_PP0P_	2
min reg2reg	read_adr_out[3]$_SDFFE_PP0P_	0.46	read_adr_out[3]$_SDFFE_PP0P_	2
max	disp_addr[23]$_SDFF_PP0_	6.21	DISP_ypos[4]	22
max reg2reg	mem_addr[20]$_SDFFE_PP0P_	12.61	mem_addr[0]$_SDFFE_PP0P_	12
==> power groups by stage <==
| stage | clock network, uW | logic, uW | registers [uW] |
|---|---|---|---|
| CTS | 228 | 2590 | 327 |
| global route | 236 | 2980 | 331 |
| finish | 223 | 2560 | 327 |
==> flip-flops by register name, indices dropped and copies added, names as in the netlist <==
name	cells
disp_addr	24
mem_addr	24
read_adr_out	24
lb_waddr	12
read_count	12
VID_xpos_out	2
VID_xena_in_dl	1
VID_ypos_out	1
rast_y	1
read_req_out	1
==> per-layer routing <==
layer  GRT usage, %  share of wire, %  vias to the layer above
met4           1.91               1.2                        0
met3           4.16               8.2                       27
met2           26.2                45                      437
met5              0                 0                        -
met1           24.4                45                     5759
li1               -                 -                     5964
==> synth_stat cells, drive strengths merged, types with 7 or more instances <==
library cell  number
inv              216
nand2            209
fa               168
and2             127
ha               112
a21oi            110
nor2             110
dfxtp            102
o21ai             82
clkbuf            73
xnor2             48
nand3             47
nor3              35
mux2i             32
a211oi            26
and3              24
xor2              19
a21o              18
a31oi             18
a221oi            14
buf               13
nand2b            12
o21a              12
o22ai             10
a22oi              9
a311oi             8
o211ai             8
mux4               7
Power and IR drop assume default switching activity.
