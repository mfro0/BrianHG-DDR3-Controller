**config.mk**
```make
export PLATFORM = sky130hd
export DESIGN_NAME = BrianHG_scroll_screen
export DESIGN_NICKNAME = BrianHG_scroll_screen
export VERILOG_FILES = /design/flow/design.v
export SDC_FILE = /design/flow/constraint.sdc
export NUM_CORES = 4
export LEC_CHECK = 1
export CORE_UTILIZATION = 40
```
**constraint.sdc**
```tcl
current_design BrianHG_scroll_screen

set clk_period 6.8
set clk_io_pct 0.2

create_clock -name clk0 -period $clk_period [get_ports {CLK_IN}]
create_clock -name clk1 -period $clk_period [get_ports {CMD_CLK}]

set non_clock_inputs [all_inputs -no_clocks]
set_input_delay [expr $clk_period * $clk_io_pct] -clock clk0 $non_clock_inputs
set_output_delay [expr $clk_period * $clk_io_pct] -clock clk0 [all_outputs]
```
**design.v**
```verilog
module BrianHG_scroll_screen #( 
parameter bit [7:0] speed_bits = 1,
parameter bit [7:0] min_speed  = 2
)(
input  logic                        CLK_IN            ,
input  logic                        CMD_CLK           ,
input  logic                        reset             ,
input  logic        [7:0]           rnd               ,
input  logic                        VID_xena_in       ,          
input  logic                        VID_yena_in       ,          
input  logic        [15:0]          DISP_bitmap_width ,          
input  logic        [15:0]          DISP_bitmap_height,          
input  logic        [13:0]          DISP_xsize        ,          
input  logic        [13:0]          DISP_ysize        ,          
output logic signed [13:0]          out_xpos          ,          
output logic signed [13:0]          out_ypos          ,          
input               [1:0]           buttons           ,          
input               [1:0]           switches                     
);
logic              dir_x    ;
logic              dir_y    ;
logic signed [7:0] speed_x  ;
logic signed [7:0] speed_y  ;
logic              hs_reset ;
logic              VID_xena_in_dl,VID_yena_in_dl ;
logic        [1:0] buttons_l,switches_l ;
always_comb begin
    hs_reset = VID_xena_in && !VID_xena_in_dl;   
end
always_ff @(posedge CLK_IN) begin 
buttons_l  <= buttons  ;
switches_l <= switches ;
end
always_ff @(posedge CMD_CLK) begin 
if (reset) begin               
            out_xpos           <= 0 ;
            out_ypos           <= 0 ;
            dir_x              <= 0 ;
            dir_y              <= 0 ;
            speed_x            <= min_speed ;
            speed_y            <= min_speed ;
    end else begin
    VID_xena_in_dl <= VID_xena_in;
        if (hs_reset) begin                                  
                VID_yena_in_dl <= VID_yena_in ;              
                if (!VID_yena_in && VID_yena_in_dl ) begin   
                    if ( !switches_l[1] ) begin       
                                     if ( (dir_x==0) && ((out_xpos+speed_x)>=(DISP_bitmap_width-DISP_xsize)) ) begin
                                                                                                dir_x   <= 1 ;
                                                                                                set_rdn_speed(1,1);
                            end else if ( (dir_x==1) && ((out_xpos-speed_x)<0                              ) ) begin
                                                                                                dir_x   <= 0 ;
                                                                                                set_rdn_speed(1,1);
                            end else if (  dir_x==0                                             )              out_xpos <= out_xpos + speed_x ;
                            else                                                                               out_xpos <= out_xpos - speed_x ;
                                     if ( (dir_y==0) && ((out_ypos+speed_y)>=(DISP_bitmap_height-DISP_ysize)) ) begin
                                                                                                dir_y   <= 1 ;
                                                                                                set_rdn_speed(1,1);
                            end else if ( (dir_y==1) && ((out_ypos-speed_y)<0                               ) ) begin
                                                                                                dir_y   <= 0 ;
                                                                                                set_rdn_speed(1,1);
                            end else if (  dir_y==0                                             )               out_ypos <= out_ypos + speed_y ;
                            else                                                                                out_ypos <= out_ypos - speed_y ;
                    end  
                end  
        end  
    end  
end  
task set_rdn_speed(bit x, bit y);
begin
    if (x) speed_x <= min_speed + rnd[0+:speed_bits]  ;
    if (y) speed_y <= min_speed + rnd[speed_bits+:speed_bits]  ;
end
endtask
endmodule
```
**run.sh**
```bash
#!/bin/bash
# OpenROAD 26Q1-2900-gdf79404cd8, Yosys 0.63+post, stock flow scripts
make -C /OpenROAD-flow-scripts/flow DESIGN_CONFIG=/design/flow/config.mk WORK_HOME=/design/flow/orfs finish
```
==> flow_metrics.tcl <==
# flow metrics
set metrics [dict create \
    core_area_um2 12160 \
    critical_path_class "input port to flip-flop" \
    syn_avg_cell_area_um2 7.730 \
    power.switching_mw 0.1860 \
    area_leaders "ha_1 22%, dfxtp_1 13%, xnor2_1 7.5%" \
    gp_congestion 0.8782 \
    leakage_nw 2.729 \
    synth.cell_area_um2 5032 \
    yosysWarnings 1 \
    final_area_um2 6302 \
    drive_above_1_share_pct 3.624 \
    grt-ovfl-total 0 \
    critPathCaptureType "flip-flop" \
    synth_top_area_share_pct 21.88 \
    tool_warnings 38 \
    synth-edff-count 2 \
    dieArea_um2 13030 \
    required_ns 6.96 \
    root_buffer "clkbuf_16" \
    drv_slew 0 \
    antenna_found_initial 0 \
    hpwl_um 9438 \
    drc_errors 0 \
    antenna_left 0 \
    cts_resized 0 \
    clock_power_share_pct 33.9 \
    ys_seq_share_pct 14.32 \
    post_cts_buffers 0 \
    worstSetupPathDepth 20 \
    cpLargestDelayFamily "AND-OR/OR-AND gates" \
    start_kind "input port" \
    synth.distinct_cells 64 \
    grt_setup_unrepaired "no" \
    grt_max_degree 33 \
    drt_wl_total_um 11920 \
    die_x_um 114.2 \
    largest_area_cell "ha_1" \
    chipHeight_um 114.2 \
    max-clock-path-buffers 2 \
    relSlewSlack_pct 56.58 \
    grt_pass1_vias 4330 \
    ys.flops 35 \
    flop_cell "dfxtp_1" \
    ys_cells 651 \
    cts.clk_slew.worst_paths_ns 0.05 \
    min_path_cells 2 \
    regToRegStartpoint "speed_x[0]" \
    row_count 40 \
    portBuffers 94 \
    first_pass_iters 7 \
    wl_per_cell_um 13.06 \
    cap_violations 0 \
    tightest_slew_ns 0.6513 \
    async_flop_share_pct 0 \
    crit_arrival_ns 6.30 \
    p_seq_share_pct 32.3 \
    whs_endpoint "speed_x[0]" \
    layout-area-overhead-vs-synth_pct 25.24 \
    drtIter0Drc 265 \
    htreeDepth 2 \
    reg2reg_slack_ns 2.94 \
    power_density_nw_per_um2 103.5 \
    internal_power_mw 0.4666 \
    io_pins 105 \
    cts_buffers 5 \
    power_mw 0.6526 \
    yosys-top-cells-count "88 x ha_1, 58 x inv_1, 57 x a21oi_1" \
    max_stage_delay_ns 0.46 \
    critical_path.cell_chain "clkdlybuf4s50_1 -> ha_1 -> inv_1 -> fa_1 -> a21o_1 -> a21oi_1 -> nor2b_1 -> o21a_1 -> o22ai_1 -> o311ai_0 -> o41ai_1 -> xnor2_1 -> ha_1 -> nand3_1 -> o311ai_0 -> a21oi_1 -> or2_2 -> o31a_1 -> nand4_1 -> mux2_2" \
    critPathSlowestCell "clkdlybuf4s50_1" \
    hp-start "speed_x[0]" \
    status "finished, final reports clean" \
    hp-class "flip-flop to flip-flop" \
    setup_viol 0 \
    r2r_cells 15 \
    peakVddDrop_v 0.00009086 \
    grt_util_all_layers_pct 19.16 \
    cts_hold_buf 0 \
    drt-vias-per-instance 5.207 \
    setup_tns_ns 0 \
    vias 4754 \
    yosys_area_um2 5032 \
    synth_cells 651 \
    fp_util_pct 41.38 \
    grt_pass1_wl_um 20220 \
    timing.rr.end "out_xpos[13]" \
    crit_fanout 16 \
    n_antenna_cell 0 \
    comb_power_share_pct 33.8 \
    cts_tree "done" \
    switching_share_pct 28.50 \
    worstPathBufferInverterCount 2 \
    hold_viol_final 0 \
    place_area_um2 6160 \
    synth.most_common_cell "ha_1" \
    clock_skew_ns 0.004408 \
]
## power groups by stage
| stage | registers [mW] | logic [mW] | clock network (mW) |
|---|---|---|---|
| after CTS | 0.211 | 0.222 | 0.230 |
| after global routing | 0.211 | 0.251 | 0.239 |
| final | 0.211 | 0.221 | 0.221 |
## layout by cell type, fill, tap and decap left out, types with 11 or more instances in the layout
master,netlist,routed
ha_1,88,88
inv_1,58,58
nand2_1,35,35
dfxtp_1,33,33
xnor2_1,43,43
nor2_1,49,49
nor2b_1,13,13
and3_1,11,11
o21a_1,14,14
nand3_1,26,26
clkdlybuf4s50_1,0,94
a21oi_1,57,57
xor2_1,18,18
nor3_1,17,17
a21o_1,12,12
o21ai_0,39,39
mux2i_1,13,13
## layer usage
layer / vias up / global-route usage (%) / wire length, µm
met5: - / 0 / 0
met4: 0 / 0.9524 / 35
met3: 6 / 1.834 / 370
met2: 86 / 29.05 / 4918
met1: 2109 / 31.06 / 6599
li1: 2553 / - / -
## flip-flops by register name, indices dropped and copies added (netlist names)
name,count
out_xpos,14
out_ypos,14
VID_xena_in_dl,1
VID_yena_in_dl,1
dir_x,1
dir_y,1
speed_x,1
speed_y,1
switches_l,1
## layout make-up
cell class | count | area, µm²
clock buffer | 7 | 142.6
fill | 1127 | 5859
inverter | 59 | 221.5
multi-input combinational | 547 | 4044
sequential | 35 | 720.7
tap | 168 | 210.2
timing repair buffer | 97 | 963.4
## through the flow
step                      hold slack (ns)  setup WS [ns]  utilization, %  std cells
after floorplan                    0.4635          1.550               -        651
after global placement             0.5155         0.5385           50.65        906
after detailed placement           0.5286         0.4323           50.65        906
after CTS                          0.5360         0.7109           51.82        913
after global routing               0.5624         0.2643           51.82        913
final                              0.5269         0.6561           51.82        913
## how the worst max path moves through the flow
stage | slack [ns] | from | to
CTS | 0.71 | DISP_xsize[0] | out_xpos[13]
global route | 0.26 | DISP_bitmap_width[0] | out_xpos[13]
finish | 0.66 | DISP_xsize[0] | out_xpos[13]
## logic make-up after synthesis
| family | Yosys count | synth area share (%) |
|---|---|---|
| AND-OR/OR-AND | 182 | 23.79 |
| XOR/XNOR | 61 | 10.62 |
| adder cells (fa/ha/maj) | 92 | 23.47 |
| buffers and inverters | 69 | 5.321 |
| flip-flops | 35 | 14.32 |
| multiplexers | 15 | 3.033 |
| AND/OR/NAND/NOR | 197 | 19.44 |
## worst min-delay path, cell delays in order, from the launching register on
cell and delay (ns):
dfxtp_1 0.35, nand2_1 0.07, mux2i_1 0.06
No activity file was given, so power comes from the tool's default toggle rates.
